==> /design/flow/design.v <==
module MUX_MemtoReg(
    input logic MemtoReg,             
    input logic [31:0] ALUResult,     
    input logic [31:0] RD,            
    output logic [31:0] MemtoReg_out  
);
    always_comb begin
        if (MemtoReg)
            MemtoReg_out = RD;        
        else
            MemtoReg_out = ALUResult;  
    end
endmodule
==> /design/flow/run.sh <==
#!/bin/bash
# OpenROAD 26Q1-2900-gdf79404cd8, Yosys 0.63+post, stock flow scripts
make -C /OpenROAD-flow-scripts/flow DESIGN_CONFIG=/design/flow/config.mk WORK_HOME=/design/flow/orfs finish
==> /design/flow/config.mk <==
export PLATFORM = sky130hd
export DESIGN_NAME = MUX_MemtoReg
export DESIGN_NICKNAME = MUX_MemtoReg
export VERILOG_FILES = /design/flow/design.v
export SDC_FILE = /design/flow/constraint.sdc
export NUM_CORES = 4
export LEC_CHECK = 1
export CORE_AREA = 10 10 70 70
export DIE_AREA = 0 0 80 80
==> /design/flow/constraint.sdc <==
current_design MUX_MemtoReg

set clk_period 1.0
set clk_io_pct 0.2

create_clock -name clk0 -period $clk_period

set non_clock_inputs [all_inputs -no_clocks]
set_input_delay [expr $clk_period * $clk_io_pct] -clock clk0 $non_clock_inputs
set_output_delay [expr $clk_period * $clk_io_pct] -clock clk0 [all_outputs]
==> results.sh <==
# flow metrics
export IMPL_dp_hpwl_um=2430
export IMPL_max_freq_mhz=840
export IMPL_crit_arrival_ps=990
export IMPL_status="finished with violations"
export IMPL_violations="negative setup slack"
export IMPL_rsz0062_at_grt="true"
export IMPL_slew_viol_final=0
export IMPL_warning_count=34
export IMPL_avgSynthCellArea_um2=15.1
export IMPL_rows=21
export IMPL_p_total_mw=0.611
export IMPL_antenna_cells=0
export IMPL_grt_max_degree=10
export IMPL_drive_above_1_share_pct=52.6
export IMPL_ys_types=4
export IMPL_drtIter0Drc=2
export IMPL_tns_ps=-2700
export IMPL_grtUsageMet2_pct=13.8
export IMPL_dr_total_vias=690
export IMPL_hold_slack_ps=700
export IMPL_fp_dieH_um=80
export IMPL_seqCellArea_um2=0
export IMPL_power_density_nw_per_um2=392
export IMPL_ys_seq_share_pct=0
export IMPL_grt_overflow=0
export IMPL_fin_crit_ps=1190
export IMPL_gr_usage_met3_pct=3.64
export IMPL_fp_util_pct=15.9
export IMPL_busiest_layer="met2"
export IMPL_yosys_cells=36
export IMPL_leakage_nw=0.855
export IMPL_critPathKind="input pin to output pin"
export IMPL_area_delta_synth_final_pct=186
export IMPL_worstSetupEndpointType="output pin"
export IMPL_ff_count=0
export IMPL_worst_ep_required_time_ps=800
export IMPL_holdBufCountCts=0
export IMPL_post_dp_cell_area_um2=1540
export IMPL_grtUsageTotal_pct=8.22
export IMPL_yosys_stat_area_um2=544
export IMPL_clkbuf_count=0
export IMPL_timing_final_crit_share_pct=119
export IMPL_drc=0
export IMPL_crit_fanout=7
export IMPL_setup_viol=32
export IMPL_wl_um=2750
export IMPL_portBuffers=97
export IMPL_dieArea_um2=6400
export IMPL_wire_per_inst_um=15.2
export IMPL_ir_drop_mv=0.159
export IMPL_stdcell_area_um2=1560
export IMPL_antenna_found_initial=0
export IMPL_grt_met1_usage_pct=10.0
export IMPL_ios=97
export IMPL_setup_ws_ps=-190
export IMPL_critPathLaunch="MemtoReg"
export IMPL_synthCells=36
export IMPL_grt_first_pass_wirelength_um=4280
export IMPL_core_area_um2=3420
export IMPL_place_congestion=0.784
export IMPL_grt_pass1_vias=794
export IMPL_hold_viol_final=0
export IMPL_synth_area_um2=544
export IMPL_via_per_inst=3.81
export IMPL_die_w_um=80
export IMPL_ys_warn_count=1
export IMPL_worstMarginPinSlew_ps=79.6
export IMPL_ant_nets=0
export IMPL_first_pass_iters=2
export IMPL_hp_class="input pin to output pin"
export IMPL_min_from="RD[0]"
export IMPL_cap_violations=0
export IMPL_relSlewSlack_pct=94.7
export IMPL_start_kind="input pin"
synthesized netlist by cell type, drive strengths merged:
cell / count / area [µm²]
mux2: 32 / 473
buf: 4 / 71.3
metal layers:
layer	part of all wire, %	vias up
met5	0	-
li1	-	338
met4	0	0
met2	47	53
met3	13	0
met1	40	299
area by class of cell:
class / count / area (µm²)
multi-input cells: 32 / 480
well taps: 46 / 57.6
fillers: 334 / 1860
repair buffers: 103 / 1020
cell families (layout without fill, tap and decap cells):
family,Yosys count,after routing,share of synthesized area (%)
mux,32,32,86.9
buf+inv,4,103,13.1
report_power, final:
part / internal [mW] / switching, mW / total, mW
logic: 0.478 / 0.133 / 0.611
registers: 0 / 0 / 0
clock network: 0 / 0 / 0
total: 0.478 / 0.133 / 0.611
worst paths after layout:
| check | to | slack (ps) | cells after the start |
|---|---|---|---|
| max | MemtoReg_out[7] | -190 | 5 |
| min | MemtoReg_out[0] | 700 | 3 |
through the flow:
stage	std cells	utilization (%)	setup WS (ps)
final	181	45.6	-190
after global routing	181	45.6	-202
after floorplan	36	-	66.9
after CTS	181	43.9	-195
after global placement	177	45.0	-493
after detailed placement	177	45.0	-497
placed cells by master, fill, tap and decap left out:
cell,n
buf_16,2
clkdlybuf4s50_1,6
buf_6,20
dlygate4sd2_1,55
buf_12,5
buf_2,12
dlymetal6s2s_1,3
mux2_4,32
timing repair:
action / 4_1_cts / 5_1_grt
hold endpoints to repair: 0 / 0
setup buffers: 2 / 0
setup endpoints to repair: 32 / 32
cloned: 2 / 0
resized: 171 / 11
pin swaps: 0 / 0
critical path, stage by stage:
cell and delay, ps:
buf_12 120, buf_12 140, buf_12 120, mux2_4 290, buf_6 110
