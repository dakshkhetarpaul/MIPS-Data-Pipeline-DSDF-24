==> design/flow/design.v <==
module MUX_ALUSrc(
    input logic ALUSrc,               
    input logic [31:0] RegData,       
    input logic [31:0] ImmData,       
    output logic [31:0] ALUOutput      
);
    always_comb begin
        if (ALUSrc)
            ALUOutput = ImmData;       
        else
            ALUOutput = RegData;       
    end
endmodule
==> design/flow/run.sh <==
#!/bin/bash
# OpenROAD 26Q1-2900-gdf79404cd8, Yosys 0.63+post, stock flow scripts
make -C /OpenROAD-flow-scripts/flow DESIGN_CONFIG=/design/flow/config.mk WORK_HOME=/design/flow/orfs finish
==> design/flow/config.mk <==
export PLATFORM = sky130hd
export DESIGN_NAME = MUX_ALUSrc
export DESIGN_NICKNAME = MUX_ALUSrc
export VERILOG_FILES = /design/flow/design.v
export SDC_FILE = /design/flow/constraint.sdc
export NUM_CORES = 4
export LEC_CHECK = 1
export CORE_AREA = 10 10 70 70
export DIE_AREA = 0 0 80 80
==> design/flow/constraint.sdc <==
current_design MUX_ALUSrc

set clk_period 1.0
set clk_io_pct 0.2

create_clock -name clk0 -period $clk_period

set non_clock_inputs [all_inputs -no_clocks]
set_input_delay [expr $clk_period * $clk_io_pct] -clock clk0 $non_clock_inputs
set_output_delay [expr $clk_period * $clk_io_pct] -clock clk0 [all_outputs]
==> impl_metrics.py <==
# Auto-generated metrics
metrics = {
    "floorplan": {
        "coreArea_sq_um": 3416,
        "num_rows": 21,
        "initial_utilization": 0.1593,
        "ios": 97,
        "die_x_um": 80,
        "chip_area_sq_um": 6400,
        "die_h_um": 80,
    },
    "grt": {
        "met3_usage": 0.03182,
        "gr-total-overflow": 0,
        "grt_pass1_vias": 762,
        "grt_use_total": 0.08335,
        "grt_max_degree": 7,
        "use_met1": 0.09822,
        "busiest_layer": "met2",
        "use_met2": 0.1477,
        "grt_antenna_before_repair": 0,
        "grt_first_pass_wirelength_um": 4347,
    },
    "synthesis": {
        "yosys.area.top_type": "mux2_4",
        "ys_top_cells_by_count": "30 x mux2_4, 3 x buf_12, 2 x mux2_2",
        "avgSynthCellArea_sq_um": 15.12,
        "ys.warnings.count": 1,
        "synthDistinctLibCells": 4,
        "synth.most_common_cell": "mux2_4",
        "netlist.area_leader.share": 0.8276,
        "post_synth_main_area_contributors": "mux2_4 83%, buf_12 11%, mux2_2 4.1%",
        "yosys-stat-area_sq_um": 544.3,
        "syn_area_sq_um": 544.3,
        "synth-seq-area-share": 0,
        "syn_inst": 36,
        "ys_cells": 36,
    },
    "placement": {
        "gp_congestion": 0.7701,
        "io_buffers": 97,
        "pre_cts_ws_ps": -502.1,
        "dp_hpwl_um": 2420,
    },
    "run": {
        "warnings": 34,
        "drv_cap": 0,
    },
    "outcome": {
        "violations": "setup timing",
        "outcome": "complete, but fails checks",
    },
    "critical_path": {
        "path_class": "primary input to output port",
        "worst_ep_arrival_time_ps": 890,
        "cp.required_ps": 800,
        "worst-path-buf-inv": 3,
        "crit_path_start": "ALUSrc",
        "cp-start-kind": "primary input",
        "cpMostUsedCell": "buf_16",
        "critical-path-top-delay-family": "buffers and inverters",
        "path_cells": "buf_16 > buf_16 > mux2_4 > buf_6",
        "slowest_stage": "mux2_4",
        "crit_end": "ALUOutput[28]",
        "path_max_fanout": 6,
        "endpoint_kind": "output port",
        "cp.depth": 4,
        "cpPeakStageDelay_ps": 300,
    },
    "power": {
        "p_leak_nw": 0.8583,
        "ir_drop_mv": 0.1638,
        "power.density_nw_per_um2": 398.2,
    },
    "final_timing": {
        "timing.fmax_mhz": 915.8,
        "hold_ws_ps": 794.6,
        "tightest_slew_ps": 67.31,
        "finalSetupViolCount": 32,
        "setup_slack_ps": -91.98,
        "slew_headroom": 0.9551,
        "grt_setup_unrepaired": "true",
        "hold_viol_final": 0,
        "fin_crit_ps": 1092,
        "slew_violations": 0,
        "period_used_share": 1.092,
    },
    "routing": {
        "ant_nets": 0,
        "first_iter_violations": 8,
        "viasPerCell": 3.829,
        "diodes": 0,
        "vias": 693,
        "drt-total-wl_um": 2890,
        "wl_per_cell_um": 15.97,
        "first_pass_iters": 2,
        "drcViolationCount": 0,
    },
    "layout": {
        "final.fill_count": 336,
        "nClkBuffers": 0,
        "ff_latch_area_sq_um": 0,
        "drive_gt1_frac": 0.5259,
        "syn_to_final_growth_pct": 191.5,
        "logic_area_sq_um": 480.5,
        "flops": 0,
    },
    "clock_tree": {
        "postCtsHoldBufs": 0,
        "postCtsSetupBuffers": 0,
    },
    "worst_hold_path": {
        "worstHoldPathType": "primary input to output port",
    },
}
kinds of logic after synthesis:
| family | count (synthesis) | synth area share |
|---|---|---|
| mux | 32 | 0.8690 |
| buf+inv | 4 | 0.1310 |
layout by cell type, fill, tap and decap left out:
cell type and n:
buf_12 2, mux2_4 32, buf_6 24, buf_2 8, buf_16 5, dlygate4sd2_1 64
per-layer routing:
metal  part of all wire  vias up
li1                   -      340
met1               0.40      302
met2               0.49       51
met3               0.10        0
met4                  0        0
met5                  0        -
final cells by class:
type	instances	area share
repair buffers	103	0.6609
multi-input cells	32	0.3028
well taps	46	0.03628
how the worst min path moves through the flow:
stage | start | endpoint | slack (ps) | cells after the start
finish | ImmData[25] | ALUOutput[25] | 790 | 3
global route | RegData[12] | ALUOutput[12] | 810 | 3
CTS | RegData[30] | ALUOutput[30] | 800 | 3
report_power, final:
| group | leakage, nW | internal, mW | total [mW] | switching [mW] |
|---|---|---|---|---|
| clock network | 0 | 0 | 0 | 0 |
| logic | 0.858 | 0.490 | 0.632 | 0.141 |
| registers | 0 | 0 | 0 | 0 |
| total | 0.858 | 0.490 | 0.632 | 0.141 |
stage by stage:
step                      instance area [sq um]    util  std cells  TNS (ps)  power, mW
after CTS                                  1541  0.4513        181     -2603     0.6166
after global routing                       1587  0.4645        181     -3160     0.6760
after floorplan                           544.3       -         36         0     0.2063
after detailed placement                   1524  0.4462        177    -15380     0.6517
after global placement                     1524  0.4462        177    -15280     0.6467
final                                      1587  0.4645        181     -2605     0.6317
worst min-delay path, cell delays in order:
cell,delay [ps]
dlygate4sd2_1,190
mux2_4,120
buf_2,80
what timing repair did:
| item | CTS | global route |
|---|---|---|
| endpoints found under the setup margin | 32 | 32 |
| resized | 191 | 7 |
| gates cloned | 4 | 0 |
No activity file was given, so power comes from the tool's default toggle rates.
